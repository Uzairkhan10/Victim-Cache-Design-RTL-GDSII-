==> flow/design.v <==
`timescale 1ns/1ps
module l1_cache_dm_fsm #(
    parameter ADDR_WIDTH = 32,
    parameter DATA_WIDTH = 32,
    parameter CACHE_BYTES = 256,
    parameter LINE_BYTES  = 16
)(
    input  logic                    clk,
    input  logic                    rst_n,
    input  logic                    cpu_req_valid,
    input  logic                    cpu_req_rw,       
    input  logic [ADDR_WIDTH-1:0]   cpu_req_addr,
    input  logic [DATA_WIDTH-1:0]   cpu_req_wdata,
    output logic                    cpu_resp_valid,
    output logic [DATA_WIDTH-1:0]   cpu_resp_rdata,
    output logic                    mem_req_valid,
    output logic                    mem_req_rw,       
    output logic [ADDR_WIDTH-1:0]   mem_req_addr,
    output logic [LINE_BYTES*8-1:0] mem_req_wdata,
    input  logic                    mem_resp_valid,
    input  logic [LINE_BYTES*8-1:0] mem_resp_rdata
);
    localparam LINE_COUNT  = CACHE_BYTES / LINE_BYTES;    
    localparam OFFSET_BITS = $clog2(LINE_BYTES);          
    localparam INDEX_BITS  = $clog2(LINE_COUNT);          
    localparam TAG_BITS    = ADDR_WIDTH - INDEX_BITS - OFFSET_BITS;  
    logic [TAG_BITS-1:0]    addr_tag;
    logic [INDEX_BITS-1:0]  addr_index;
    logic [OFFSET_BITS-1:0] addr_offset;
    assign addr_tag    = cpu_req_addr[ADDR_WIDTH-1 -: TAG_BITS];
    assign addr_index  = cpu_req_addr[OFFSET_BITS +: INDEX_BITS];
    assign addr_offset = cpu_req_addr[OFFSET_BITS-1:0];
    wire [1:0] word_sel = addr_offset[3:2];
    logic [TAG_BITS-1:0]   tag_array   [0:LINE_COUNT-1];
    logic                 valid_array [0:LINE_COUNT-1];
    logic                 dirty_array [0:LINE_COUNT-1];
    logic [DATA_WIDTH-1:0] data_array [0:LINE_COUNT-1][0:3];
    typedef enum logic [2:0] {
        IDLE,
        LOOKUP,
        MISS,
        WRITEBACK,
        REFILL,
        RESPOND
    } state_t;
    state_t state, next_state;
    logic hit;
    assign hit = valid_array[addr_index] && (tag_array[addr_index] == addr_tag);
    always_ff @(posedge clk or negedge rst_n) begin
        if (!rst_n)
            state <= IDLE;
        else
            state <= next_state;
    end
    always_comb begin
        next_state = state;
        case (state)
            IDLE:      if (cpu_req_valid) next_state = LOOKUP;
            LOOKUP:    if (hit)            next_state = RESPOND;
                       else                next_state = MISS;
            MISS:      if (valid_array[addr_index] && dirty_array[addr_index])
                            next_state = WRITEBACK;
                       else
                            next_state = REFILL;
            WRITEBACK: if (mem_resp_valid) next_state = REFILL;
            REFILL:    if (mem_resp_valid) next_state = RESPOND;
            RESPOND:   next_state = IDLE;
        endcase
    end
    always_comb begin
        mem_req_valid = 1'b0;
        mem_req_rw    = 1'b0;
        mem_req_addr  = '0;
        mem_req_wdata = '0;
        case (state)
            WRITEBACK: begin
                mem_req_valid = 1'b1;
                mem_req_rw    = 1'b1;  
                mem_req_addr  = {tag_array[addr_index], addr_index, {OFFSET_BITS{1'b0}}};
                mem_req_wdata = {data_array[addr_index][3],
                                  data_array[addr_index][2],
                                  data_array[addr_index][1],
                                  data_array[addr_index][0]};
            end
            REFILL: begin
                mem_req_valid = 1'b1;
                mem_req_rw    = 1'b0;  
                mem_req_addr  = {addr_tag, addr_index, {OFFSET_BITS{1'b0}}};
            end
        endcase
    end
    integer i;
    always_ff @(posedge clk or negedge rst_n) begin
        if (!rst_n) begin
            cpu_resp_valid <= 1'b0;
            cpu_resp_rdata <= '0;
            for (i = 0; i < LINE_COUNT; i = i + 1) begin
                valid_array[i] <= 1'b0;
                dirty_array[i] <= 1'b0;
            end
        end else begin
            cpu_resp_valid <= 1'b0;
            case (state)
                LOOKUP: begin
                    if (hit && cpu_req_rw) begin
                        data_array[addr_index][word_sel] <= cpu_req_wdata;
                        dirty_array[addr_index] <= 1'b1;
                    end
                end
                REFILL: begin
                    if (mem_resp_valid) begin
                        {data_array[addr_index][3],
                         data_array[addr_index][2],
                         data_array[addr_index][1],
                         data_array[addr_index][0]} <= mem_resp_rdata;
                        tag_array[addr_index]   <= addr_tag;
                        valid_array[addr_index] <= 1'b1;
                        dirty_array[addr_index] <= cpu_req_rw;
                        if (cpu_req_rw)
                            data_array[addr_index][word_sel] <= cpu_req_wdata;
                    end
                end
                RESPOND: begin
                    cpu_resp_valid <= 1'b1;
                    cpu_resp_rdata <= data_array[addr_index][word_sel];
                end
            endcase
        end
    end
endmodule
==> flow/run.sh <==
#!/bin/bash
# OpenROAD 26Q1-2900-gdf79404cd8, Yosys 0.63+post, stock flow scripts
make -C /OpenROAD-flow-scripts/flow DESIGN_CONFIG=/design/flow/config.mk WORK_HOME=/design/flow/orfs finish
==> flow/config.mk <==
export PLATFORM = sky130hd
export DESIGN_NAME = l1_cache_dm_fsm
export DESIGN_NICKNAME = l1_cache_dm_fsm
export VERILOG_FILES = /design/flow/design.v
export SDC_FILE = /design/flow/constraint.sdc
export NUM_CORES = 4
export LEC_CHECK = 1
export CORE_UTILIZATION = 50
==> flow/constraint.sdc <==
current_design l1_cache_dm_fsm

set clk_period 89.0
set clk_io_pct 0.2

create_clock -name clk0 -period $clk_period [get_ports {clk}]

set non_clock_inputs [all_inputs -no_clocks]
set_input_delay [expr $clk_period * $clk_io_pct] -clock clk0 $non_clock_inputs
set_output_delay [expr $clk_period * $clk_io_pct] -clock clk0 [all_outputs]
==> changes_impl.md <==
## Flow update

- Max transition margin: 0.2228
- Detailed placement HPWL: approximately 330 mm
- Final setup TNS: 0 ps
- Number of cells in Yosys stat: 12648
- Portion of the post-synthesis area used by sequential elements: 0.5484
- Pins over their slew limit: 0
- Instance count of the mapped netlist: approximately 13000
- Fillcell total: between 20000 and 25000
- Pre-CTS WS: 48410 ps
- Count of cell types in the netlist: 84
- # DRC: 0
- Register Area: ~75000 um^2
- Arrival time reported for the critical path endpoint: 22990 ps
- Power Total: 3.411 mW
- Root Buffer Master: sky130_fd_sc_hd__clkbuf_16
- Floorplan die width: 524.3 um
- Ys flops: 2503
- Total length of routed wires: 540.7 mm
- Netlist area before placement: 136400 um^2
- Pin count of the biggest net entering global routing: 93
- Count of non-filler cells in the finished layout: around 16000
- Count of buffers from port buffering: 385
- Result of the run: finished, final reports clean
- Post-Route Utilization: 0.5654
- DIE HEIGHT: 524.3 um
- Num rows: 191
- RSZ-0062 raised after global routing: false
- Floorplan utilization: 0.5033
- Area of placed instances: 144400 um^2
- Number of failing hold endpoints at the final stage: 0
- Clk buf depth: 4
- Chip area estimate from yosys synthesis: between 100000 and 150000 um^2
- Num ports: around 390
- Count of instances resized after the clock tree is built: 0
- Routed via count: around 110k
- Number of sinks driven by the clock tree: 2503
- Depth of the CTS H-tree: 5
- Multi-input gate area: 57720 um^2
- Total tool warning count: 29
- Layout area overhead: 12.32%
- Highest Clock Rate: 24.52 MHz
- CTS tree: built
- Number of enable flip-flop cells: 2432
- Grt ovf: 0
- Number of buffers added by the clock tree synthesis step: 287
- Category of the most critical setup path: in -> out
- Async SR Flop Fraction: 0.02837
- Class of the tightest hold or removal check: reg -> reg
- Final clock period utilization by the worst path: 0.4583
- Post-Route Hold Slack: 478.7 ps
- Ys flop type: sky130_fd_sc_hd__edfxtp_1
- Number of routed nets with antenna violations: 0
- First-pass GRT wire length: 767.0 mm
- Via count of the first global-routing pass: 108025
- All-Layer GR Usage: 0.4240
- Number of iterations in the first detailed-routing pass: 10
- Final setup violating endpoints: 0
- Number of setup buffers added after CTS: 0
- Quantity of hold-fixing buffers added after cts: 0
- Avg Vias per Cell: 6.696
- Lkg Pwr: 50.62 nW
- Worst clock skew: approximately 44 ps
- Antenna violations before repair: 57
- Count of yosys warnings during synthesis: 5
- Power per cell area: 22.26 nW/um^2
- Area of the core: 271000 um^2
- Required @ worst endpoint: 71200 ps
- Clock-pin slew of the registers on the worst-case setup and hold paths: 60 ps
- Cell area after layout: about 150000 um^2
- Source-to-sink clock delay at the later pin of the worst-skew pair: 920 ps
- Period minus WS final: just over 40000 ps
- Chip Area: around 270000 um^2
- Actual slew at the worst max-slew pin: 1161 ps
- Fraction of final layout cells with drive strength greater than 1: 0.08764
- Type of element capturing the critical path: primary output
- Average wire length per cell after detail routing: 33.26 um
- First DRT Iteration DRCs: 10224
- Post-route setup slack: around 48000 ps
- Post-Synthesis Mean Instance Area: approximately 11 um^2
- Largest fanout on the critical path: 42
- Tally of max-capacitance violations: 0
- Placed cell count: around 16000
- CP Launch Type: input port
- Largest voltage drop on the vdd net: 0.01451 mV
- Routability congestion estimate from global placement: 0.9553
-- routing by layer --
metal,track usage,share of wire,vias up
li1,-,-,47105
met1,0.5560,0.34,52342
met3,0.2895,0.18,1384
met2,0.5528,0.42,7984
met5,0.01317,0.0010,-
met4,0.2087,0.063,50
-- worst max-delay path: stages --
cell and delay, ps:
sky130_fd_sc_hd__buf_4 190, sky130_fd_sc_hd__buf_4 320, sky130_fd_sc_hd__buf_4 380, sky130_fd_sc_hd__nor4b_2 340, sky130_fd_sc_hd__buf_4 530, sky130_fd_sc_hd__buf_4 580
sky130_fd_sc_hd__buf_4 530, sky130_fd_sc_hd__buf_4 530, sky130_fd_sc_hd__a22oi_1 130, sky130_fd_sc_hd__nand4_1 140, sky130_fd_sc_hd__a221o_1 390, sky130_fd_sc_hd__and2_1 440
sky130_fd_sc_hd__clkdlybuf4s50_1 540
-- final timing paths --
check,startpoint,endpoint,slack (ps),depth (start not counted)
setup / recovery,cpu_req_addr[4],mem_req_wdata[76],48210,13
hold / removal,valid_array[8]$_DFFE_PN0P_,valid_array[8]$_DFFE_PN0P_,480,1
setup reg to reg,state[1]$_DFF_PN0_,data_array[9][10]$_DFFE_PP_,83490,9
hold reg to reg,valid_array[8]$_DFFE_PN0P_,valid_array[8]$_DFFE_PN0P_,480,1
max in group asynchronous,rst_n,cpu_resp_rdata[1]$_DFFE_PN0P_,70580,3
min in group asynchronous,rst_n,state[5]$_DFF_PN0_,16830,1
-- final cells by class --
type,count,area share
timing repair buffer,847,0.04743
multi-input combinational,8766,0.3767
tap,3570,0.02915
clock inverter,128,0.006451
antenna,45,0.0007350
clock buffer,376,0.05063
sequential,2503,0.4883
inverter,23,0.0006043
-- registers in the layout, indices dropped and copies added, names as in the netlist --
register and count:
tag_array 384, cpu_resp_valid 1, valid_array 16, cpu_resp_rdata 32, state 6, dirty_array 16, data_array 2048
-- power by group --
group | switching, mW | total [mW] | internal, mW
combinational | 0.543 | 0.744 | 0.201
sequential | 0.0560 | 1.52 | 1.47
clock | 0.498 | 1.14 | 0.646
total | 1.10 | 3.41 | 2.31
-- synthesized netlist by cell type (all sizes together), types with 7 or more instances --
cell type  instances  share of area
edfxtp          2432           0.54
nand2           2214          0.061
o21ai           2198          0.081
mux2i           2073           0.15
clkbuf           968          0.027
a22oi            666          0.037
buf              391          0.014
nor2             322         0.0089
nand3            229         0.0084
a22o             195          0.013
a221oi           191          0.012
a21oi            132         0.0048
dfrtp             70          0.013
nand4             57         0.0026
a31oi             52         0.0024
a222oi            33         0.0024
mux2              26         0.0021
nor3              26         0.0010
mux4              23         0.0038
nand2b            23         0.0011
inv               22        0.00061
o21bai            20         0.0011
o22ai             19        0.00087
nor2b             17        0.00078
o31ai             16        0.00088
o31a              15        0.00096
a211oi            14        0.00077
nand3b            13        0.00072
and2              12        0.00055
nor4              12        0.00082
o211ai            11        0.00061
o22a               9        0.00058
a32oi              8        0.00051
and3               8        0.00037
nand4b             8        0.00051
a21o               7        0.00039
and4b              7        0.00051
-- cell families after synthesis --
family | Yosys count | synth area share
buffers and inverters | 1382 | 0.04096
AOI/OAI and AO/OA | 3645 | 0.1623
other | 1 | 0.00002749
DFF | 2503 | 0.5484
muxes | 2122 | 0.1581
xor gates and xnor gates | 5 | 0.0003211
and+or+nand+nor | 2990 | 0.08988
-- cell usage in the layout, fill, tap and decap left out, drive strengths merged, types with 33 or more instances in the layout --
cell type      instances
clkinv                99
nand4                 57
nand2               2214
a21oi                132
a22oi                666
clkbuf               376
buf                  501
mux2i               2073
edfxtp              2432
a31oi                 52
clkdlybuf4s50        346
nor2                 322
inv                   37
diode                 45
o21ai               2198
a22o                 195
dfrtp                 70
nand3                229
a221oi               191
a222oi                33
Power is estimated from default activity; no workload was simulated.
